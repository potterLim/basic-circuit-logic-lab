### run.sh
#!/bin/bash
# OpenROAD 26Q1-2900-gdf79404cd8, Yosys 0.63+post, stock flow scripts
make -C /OpenROAD-flow-scripts/flow DESIGN_CONFIG=/design/flow/config.mk WORK_HOME=/design/flow/orfs finish
### config.mk
export PLATFORM = sky130hd
export DESIGN_NAME = LabAdd4bit
export DESIGN_NICKNAME = LabAdd4bit
export VERILOG_FILES = /design/flow/design.v
export SDC_FILE = /design/flow/constraint.sdc
export NUM_CORES = 4
export LEC_CHECK = 1
export CORE_UTILIZATION = 30
### constraint.sdc
current_design LabAdd4bit

set clk_period 6.0
set clk_io_pct 0.2

create_clock -name clk0 -period $clk_period [get_ports {clk}]

set non_clock_inputs [all_inputs -no_clocks]
set_input_delay [expr $clk_period * $clk_io_pct] -clock clk0 $non_clock_inputs
set_output_delay [expr $clk_period * $clk_io_pct] -clock clk0 [all_outputs]
### design.v
`timescale 1ns / 1ps
module Binary_4bit_Adder ( A, B, C, Y );
input [3:0] A, B;
output C;
output [3:0] Y;
wire C1, C2, C3;
Full_Adder U0( .x(A[0]), .y(B[0]), .z(1'b0), .C(C1), .S(Y[0]) );
Full_Adder U1( .x(A[1]), .y(B[1]), .z(C1),   .C(C2), .S(Y[1]) );
Full_Adder U2( .x(A[2]), .y(B[2]), .z(C2),   .C(C3), .S(Y[2]) );
Full_Adder U3( .x(A[3]), .y(B[3]), .z(C3),   .C(C),  .S(Y[3]) );
endmodule
`timescale 1ns / 1ps
module Dsp7Seg(
    input [3:0] X0,
    input [3:0] X1,
    input [3:0] X2,
    input [3:0] X3,
    input [3:0] X4,
    input [3:0] X5,
    input [3:0] X6,
    input [3:0] X7,
    input clk,
    input rst,
    output reg [7:0] dsp,
    output reg [7:0] AN
    );
    reg [19:0] ref_cnt;	 
    wire [2:0] act_AN; 	 
    reg [3:0] LED_BCD;	 
    always @(posedge clk or posedge rst) begin
        if (rst==1)
            ref_cnt <=0;
        else
            ref_cnt <= ref_cnt +1;
    end
    assign act_AN = ref_cnt[19:17];	
    always @(*) begin
        case(act_AN)
        3'b000: begin
            AN = 8'b0111_1111;		 
            LED_BCD = X0;
        end
        3'b001: begin
            AN = 8'b1011_1111;       
            LED_BCD = X1;
        end
        3'b010: begin
            AN = 8'b1101_1111;       
            LED_BCD = X2;
        end
        3'b011: begin
            AN = 8'b1110_1111;       
            LED_BCD = X3;
        end
        3'b100: begin
            AN = 8'b1111_0111;       
            LED_BCD = X4;
        end
        3'b101: begin
            AN = 8'b1111_1011;       
            LED_BCD = X5;
        end
        3'b110: begin
            AN = 8'b1111_1101;       
            LED_BCD = X6;
        end
        3'b111:begin
            AN = 8'b1111_1110;       
            LED_BCD = X7;
        end
        endcase      
    end
    always @(*) begin
        case(LED_BCD)
            4'b0000: dsp = 8'b1000_0001;     
            4'b0001: dsp = 8'b1100_1111;     
            4'b0010: dsp = 8'b1001_0010;     
            4'b0011: dsp = 8'b1000_0110;     
            4'b0100: dsp = 8'b1100_1100;     
            4'b0101: dsp = 8'b1010_0100;     
            4'b0110: dsp = 8'b1010_0000;     
            4'b0111: dsp = 8'b1000_1111;     
            4'b1000: dsp = 8'b1000_0000;     
            4'b1001: dsp = 8'b1000_0100;     
            4'b1010: dsp = 8'b1000_0010;     
            4'b1011: dsp = 8'b1110_0000;     
            4'b1100: dsp = 8'b1111_0010;     
            4'b1101: dsp = 8'b1100_0010;     
            4'b1110: dsp = 8'b1001_0000;     
            4'b1111: dsp = 8'b1011_1000;     
        endcase
    end
endmodule
`timescale 1ns / 1ps
module Full_Adder ( x, y, z, C, S) ;
input x, y, z;
output C, S;
wire net1, net2, net3;
assign net1 = x ^ y;
assign net2 = x & y;
assign S = net1 ^ z;
assign net3 = net1 & z;
assign C = net3 | net2;
endmodule
`timescale 1ns / 1ps
module LabAdd4bit( A, B, clk, rst, AN, Seg );
input [3:0] A;
input [3:0] B;
input clk, rst;
output [7:0] AN;
output [7:0] Seg;
wire [3:0] carry, sum;
assign carry[3:1]=3'b000;
Binary_4bit_Adder U1 (.A(A), .B(B), .C(carry[0]), .Y(sum));
Dsp7Seg U2 (.X0(A), .X1(B), .X2(carry), .X3(sum), .clk(clk), .rst(rst), .AN(AN), .dsp(Seg));
endmodule
==> job_summary.md <==
## PnR job results

| Metric | Value |
|---|---|
| Floorplan utilization | 31.6% |
| Top cells, area | dfrtp_1 36%, xnor2_1 9.3%, ha_1 7.1% |
| Overall Global Routing Usage | 11.1% |
| Port bufs | 24 |
| Mapped Area | 1410 sq um |
| Synth async-reset ratio | 100% |
| Met1 Use GR | 14.4% |
| Synthesis area per yosys | 1410 sq um |
| Leading registers by flop count | U2.ref_cnt x20 |
| Area of the core | 4440 sq um |
| Worst Tran Pin Value | 0.704 ns |
| Worst-path clk slew | 0.07 ns |
| DRC | 0 |
| Ys flops | 20 |
| Crit path DAT | 4.62 ns |
| Critical path class | input port to output pin |
| Tool warning count | 30 |
| Kind of start point of the critical path | input port |
| Reg power frac | 48.9% |
| Final Hold Fails | 0 |
| Filler cells | 424 |
| Crit end category | output pin |
| RSZ-0062 raised after global routing | no |
| Peak supply drop | 0.000210 V |
| Logic pwr share | 15.4% |
| Clock power share | 35.7% |
| Distinct lib cells | 37 |
| Synthesized instance count | 141 |
| Area delta synth->final | 24.6% |
| Initial antenna violation count | 0 |
| Routed len/inst | 11.3 microns |
| Top cell area share | 35.6% |
| First-pass detailed-route iteration total | 21 |
| Clock latency (worst-skew pair) | 0.25 ns |
| # hold bufs at CTS | 0 |
| Max Freq | 0.172 GHz |
| Status | finished, final reports clean |
| Period minus WS final | 5.82 ns |
| Die Ht | 70.5 microns |
| Launch point of the worst path | A[0] |
| Sequential area share after synthesis | 35.6% |
| Hold path start | U2.ref_cnt[14]$_DFF_PP0_ |
| Critical-path maximum fanout | 4 |
| Slew Viols, Final | 0 |
| CTS Buffer Depth | 2 |
| Worst hold path class | flip-flop to flip-flop |
| Yosys Instances | 141 |
| Final setup violation count | 0 |
| Die X | 70.5 microns |
| Leak pwr | 0.000796 uW |
| DRT iter0 DRCs | 42 |
| Antenna cells | 0 |
| Most used routing layer | met2 |
| Top cells by count | 20 x dfrtp_1, 15 x xnor2_1, 13 x inv_1, 10 x nand3_1 |
| Reg2reg start | U2.ref_cnt[2]$_DFF_PP0_ |
| Met3 Track Usage GR | 2.34% |
| Row count | 24 |
| Via count | 1066 |
| Dpl hpwl | 1790 microns |
| Vias per inst | 4.94 |
| Final Cycle Share | 97.0% |
| Worst Skew | 0.00270 ns |
| First-pass GRT wire length | 4480 microns |
| GPL Wtd Cong | 0.820 |
| Chip area | 4970 sq um |
| Clock root cell | clkbuf_8 |
| Sw Ratio | 21.2% |
| Pwr Total | 276 uW |
| Sum Neg Setup Slack | 0 ns |
| Num CTS Buffers | 3 |
| Yosys warns | 17 |
| Largest net degree at the start of global routing | 21 |
| H-tree level count | 1 |
| Ports | 26 |
| Clk sinks | 20 |
| Number of global-route vias before repair | 1053 |
| Relative slew slack | 53.0% |
| Ys flop type | dfrtp_1 |
| Number of enable flip-flop cells | 0 |
| Worst EP required | 4.80 ns |
| CTS tree | done |
| Detail Route Antenna Nets | 0 |
| Register name with the most flops | U2.ref_cnt |
| Synthesized area per cell | 9.97 sq um |
| Share of cells above drive strength 1 | 11.0% |
| M2 GR Usage | 19.8% |
| Power Density | 157 nW/um^2 |
| Synth area leader | dfrtp_1 |
| Total wire length | 2440 microns |
| Synth top cell by count | dfrtp_1 |
| Max_cap viols | 0 |
| P_sw | 58.3 uW |
| Gr ovfl total | 0 |
| Number of flip-flops in the largest register | 20 |
| P_int | 217 uW |
==> layer usage <==
metal	up-vias	wire length, microns
met5	-	0
met4	0	14
met3	2	120
met2	25	1160
met1	516	1140
li1	523	-
==> final timing paths <==
kind / slack [ns] / to / cells past startpoint
min in group asynchronous: 1.35 / U2.ref_cnt[2]$_DFF_PP0_ / 2
worst min-delay path: 0.47 / U2.ref_cnt[14]$_DFF_PP0_ / 1
worst min register to register: 0.47 / U2.ref_cnt[14]$_DFF_PP0_ / 1
worst max-delay path: 0.18 / Seg[3] / 13
max in group asynchronous: 4.20 / U2.ref_cnt[14]$_DFF_PP0_ / 2
worst max register to register: 4.23 / U2.ref_cnt[19]$_DFF_PP0_ / 5
==> cell families after synthesis <==
group	count (synthesis)	synth area share [%]
multiplexers	9	6.49
AND-OR/OR-AND	14	9.70
flip-flops	20	35.6
XOR/XNOR	18	11.2
other	1	0.267
adder cells (fa/ha/maj)	11	11.4
AND/OR/NAND/NOR	47	18.3
buffers and inverters	21	7.03
==> what timing repair did <==
| action | CTS | global route |
|---|---|---|
| hold endpoints to repair | 0 | 0 |
| resized | 0 | 1 |
| buffers inserted | 0 | 2 |
| endpoints found under the setup margin | 0 | 2 |
==> layout by cell type (no fill, tap or decap), types with 4 or more instances in the layout <==
cell / instances
nor2b_1: 4
mux2i_1: 8
nor3_1: 4
xnor2_1: 15
clkbuf_8: 4
ha_1: 7
inv_1: 13
nand2_1: 8
and3_1: 5
clkdlybuf4s50_1: 24
nand3_1: 10
dfrtp_1: 20
==> worst max-delay path, cell delays in order <==
cell and delay (ns):
clkdlybuf4s50_1 0.51, ha_1 0.15, inv_1 0.04, fa_1 0.37, fa_1 0.39, fa_1 0.36
o21ai_0 0.16, a221o_1 0.22, inv_1 0.12, ha_4 0.27, mux2_2 0.26, a22o_1 0.18
clkdlybuf4s50_1 0.40
==> through the flow <==
step | area [sq um] | hold WS, ns | setup slack (ns) | instances | utilization [%]
2_1_floorplan | 1410 | 0.438 | 1.17 | 141 | -
3_3_place_gp | 1670 | 0.451 | 0.122 | 210 | 37.6
3_5_place_dp | 1670 | 0.458 | 0.0683 | 210 | 37.6
4_1_cts | 1720 | 0.472 | 0.0645 | 214 | 38.8
5_1_grt | 1750 | 0.499 | 0.0503 | 216 | 39.4
6_report | 1750 | 0.473 | 0.179 | 216 | 39.4
==> power by group through the flow <==
stage	registers, uW	logic, uW	clock network, uW
6_report	135	42.5	98.4
5_1_grt	135	47.9	109
4_1_cts	135	41.0	101
==> final cells by class <==
cell class / count / area, sq um / area share [%]
Clock buffer: 4 / 55.1 / 3.14
Inverter: 13 / 48.8 / 2.79
Multi-Input combinational cell: 100 / 820 / 46.8
Sequential cell: 20 / 500 / 28.6
Tap cell: 52 / 65.1 / 3.71
Timing Repair Buffer: 27 / 263 / 15.0
Power figures rest on the tool's default switching activity, not on a simulated workload.
